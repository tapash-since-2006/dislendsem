### flow/run.sh
#!/bin/bash
# OpenROAD 26Q1-2900-gdf79404cd8, Yosys 0.63+post, stock flow scripts
make -C /OpenROAD-flow-scripts/flow DESIGN_CONFIG=/design/flow/config.mk WORK_HOME=/design/flow/orfs finish
### flow/config.mk
export PLATFORM = sky130hd
export DESIGN_NAME = decoder4to16
export DESIGN_NICKNAME = decoder4to16
export VERILOG_FILES = /design/flow/design.v
export SDC_FILE = /design/flow/constraint.sdc
export NUM_CORES = 4
export LEC_CHECK = 1
export CORE_AREA = 10 10 70 70
export DIE_AREA = 0 0 80 80
### flow/constraint.sdc
current_design decoder4to16

set clk_period 1.3
set clk_io_pct 0.2

create_clock -name clk0 -period $clk_period

set non_clock_inputs [all_inputs -no_clocks]
set_input_delay [expr $clk_period * $clk_io_pct] -clock clk0 $non_clock_inputs
set_output_delay [expr $clk_period * $clk_io_pct] -clock clk0 [all_outputs]
### flow/design.v
module decoder2to4(
    input [1:0] A,
    input EN,
    output reg [3:0] Y
);
    always @(*) begin
        if (EN) begin
            if (A == 2'b00) Y = 4'b0001;
            else if (A == 2'b01) Y = 4'b0010;
            else if (A == 2'b10) Y = 4'b0100;
            else if (A == 2'b11) Y = 4'b1000;
            else Y = 4'b0000;
        end else begin
            Y = 4'b0000;
        end
    end
endmodule
module decoder3to8(
    input [2:0] A,
    input EN,
    output [7:0] Y
);
    wire [3:0] lower, upper;
    wire en_lower, en_upper;
    assign en_lower = EN & ~A[2];
    assign en_upper = EN &  A[2];
    decoder2to4 d0(A[1:0], en_lower, lower);
    decoder2to4 d1(A[1:0], en_upper, upper);
    assign Y = {upper, lower};
endmodule
module decoder4to16(
    input [3:0] A,
    input EN,
    output [15:0] Y
);
    wire [7:0] lower, upper;
    wire en_lower, en_upper;
    assign en_lower = EN & ~A[3];
    assign en_upper = EN &  A[3];
    decoder3to8 d0(A[2:0], en_lower, lower);
    decoder3to8 d1(A[2:0], en_upper, upper);
    assign Y = {upper, lower};
endmodule
==> impl_report.txt <==
IMPLEMENTATION SUMMARY REPORT
----------------------------------------------------
[Flow run]
  Number of logged tool warnings ........................ 34
  Number of max-cap violations ........................ 0

[Detailed routing]
  Drt first-iter violations ........................ 7
  First-pass DRT Iterations ........................ 2
  Remaining number of nets flagged by the antenna check after routing ........................ 0
  Overall via count from detail_route ........................ 294
  Number of diodes ........................ 0
  Drt wl/cell ........................ 9.74 um
  Via/cell ratio ........................ 2.85
  Total DRC errors in the routed layout ........................ 0
  WL final ........................ 1.00 mm

[Logic synthesis]
  Top cell type by instance count after synthesis ........................ nor2_1
  Cell area leaders ........................ nor2_1 38%, nor3_1 13%, nand3b_1 13%
  Share of the synthesized netlist area taken by xor and xnor gates ........................ 0%
  Post-synth area from yosys stat ........................ 118 sq um
  Number of standard cells after synthesis ........................ 23
  Mux share ........................ 0%
  Post-synthesis share of cell area spent on full adders, half adders and majority gates ........................ 0%
  Combinational family with the most area after synthesis ........................ simple AND/OR/NAND/NOR gates
  Sequential element share of the synthesized area ........................ 0%
  Number of cells in Yosys stat ........................ 23
  Netlist area before placement ........................ 118 sq um
  Yosys warning total ........................ 1
  Basic-gate share of the synthesized area counting and, or, nand and nor cells ........................ 100%
  Avg Synthesized Cell Area ........................ 5.11 sq um
  Yosys aoi share ........................ 0%
  Post-synth top area share ........................ 38.3%
  Commonest cells in the synthesized netlist ........................ 12 x nor2_1, 3 x nor3_1, 2 x nand2b_1, 2 x nand3b_1
  Area leader, netlist ........................ nor2_1
  Unique cell type count in the Yosys netlist ........................ 8

[Timing]
  Shortest clock period the worst path allows after layout ........................ 1.36 ns
  Setup-violating endpoint count in the final report ........................ 3
  Top achievable clock speed ........................ 733 MHz
  Total count of max-transition violations in the final report ........................ 0
  Max-slew headroom at the worst pin ........................ 88.1%
  Setup repair after global routing missed its margin ........................ true
  Worst setup margin ........................ -0.0649 ns
  Min Hold Slack ........................ 0.850 ns
  Fin. Hold Viols ........................ 0
  Worst Tran Pin Value ........................ 0.178 ns
  Post-route clock period utilization ........................ 105%

[Run status]
  Outcome ........................ finished, violations left
  Failing checks ........................ negative setup slack

[Placement]
  Post-placement cell count ........................ 93
  Final RePlAce weighted congestion ........................ 0.753
  Port Buf Inserts ........................ 21
  Worst slack at placement ........................ -0.729 ns
  Hpwl dp ........................ 745 um

[Power and ir drop]
  Power per Cell Area ........................ 190 mW/mm^2
  Static leakage ........................ 0.269 nW
  Design Power ........................ 98.4 uW
  Switching part of the total ........................ 43.0%
  Share of total power in sequential cells ........................ 0%
  Net switching component of the power ........................ 42.3 uW
  Clock share of power ........................ 0%
  Proportion of power drawn by combinational gates ........................ 100.0%
  Maximum ir drop on the vdd rail ........................ 0.0000285 V
  Internal power summed over all cells ........................ 56.2 uW

[Die]
  Initial standard-cell utilization of the core ........................ 3.44%
  Core region area ........................ 0.00342 sq mm
  I/O pins ........................ 21
  Die Width ........................ 80 um
  Die area ........................ 0.00640 sq mm
  Site Rows ........................ 21
  Vertical die size ........................ 80 um

[Worst setup path]
  Data required time of the critical path ........................ 1.04 ns
  Timing startpoint of the critical path ........................ A[1]
  Crit end category ........................ output port
  Critical path data arrival time ........................ 1.10 ns
  Start-to-end type of the worst setup path ........................ primary input to output port
  Critical path startpoint category ........................ primary input
  Worst setup endpoint ........................ Y[0]
  Critical path peak fanout ........................ 4

[Global routing]
  Number of global-route vias before repair ........................ 285
  Maximum number of pins on one net before global-route repair ........................ 5
  First-pass GRT wire length ........................ 1.35 mm
  Initial antenna violation count ........................ 0
  Gr ovfl total ........................ 0
  Combined global-route utilization of all metal layers ........................ 2.59%

[Clock network]
  Number of hold-repair buffers added at the cts stage ........................ 0

[Cells and area]
  Fraction of final layout cells with drive strength greater than 1 ........................ 73.7%
  Registers ........................ 0
  Non-filler cells in the finished layout ........................ 103
  Area occupied by registers ........................ 0 sq um
  Synth-to-layout area growth ........................ 341%
  Count of clock buffers in the final design ........................ 0
  Final cell utilization of the core ........................ 15.2%

[Min path]
  Hold Path Class ........................ primary input to output port

----------------------------------------------------
-- area by class of cell --
| class | instances | area, sq um |
|---|---|---|
| Multi-Input combinational cell | 23 | 185 |
| Tap cell | 46 | 57.6 |
| Timing Repair Buffer | 34 | 277 |
| Fill cell | 393 | 2900 |
-- cell families after synthesis --
kind of cell | count (synthesis)
simple gates | 23
-- worst min path at each step --
stage | from | end | cells after the start
global route | A[1] | Y[11] | 4
finish | A[1] | Y[11] | 4
CTS | A[3] | Y[8] | 4
-- power by group through the flow --
stage         registers (mW)  clock network, mW  logic, mW
CTS                        0                  0     0.0876
global route               0                  0      0.106
finish                     0                  0     0.0984
-- per-stage QoR --
step	cell area, sq um	TNS, ns
6_report	519	-0.135
5_1_grt	519	-0.317
4_1_cts	472	-0.462
3_5_place_dp	408	-10.15
3_3_place_gp	408	-10.02
2_1_floorplan	118	0
-- cells in the final DEF (no fill, tap or decap), types with 2 or more instances in the layout --
| master | synthesis | layout |
|---|---|---|
| clkdlybuf4s15_1 | 0 | 2 |
| buf_6 | 0 | 5 |
| nand2b_4 | 0 | 2 |
| buf_2 | 0 | 10 |
| buf_4 | 0 | 10 |
| nor2_2 | 0 | 6 |
| nor2_1 | 12 | 5 |
| dlygate4sd2_1 | 0 | 4 |
| nor3_2 | 1 | 4 |
| nand3b_1 | 2 | 2 |
| dlymetal6s2s_1 | 0 | 2 |
-- layer usage --
metal	GRT usage [%]	wire, um
met5	0	0
met1	2.90	394
met3	1.02	127
met2	4.74	480
met4	0	0
-- what timing repair did --
action                                  CTS  global route
pin swaps                                15             6
gates resized                            70            12
endpoints found under the setup margin   16             8
cloned                                    0             0
setup buffers                             8             4
-- critical path: stages --
cell,delay [ns]
buf_8,0.10
or3b_4,0.41
buf_6,0.13
nor3_2,0.09
buf_2,0.11
No activity file was given, so power comes from the tool's default toggle rates.
