File: ./config.mk
export PLATFORM = sky130hd
export DESIGN_NAME = decoder4to16_activeLow
export DESIGN_NICKNAME = decoder4to16_activeLow
export VERILOG_FILES = /design/flow/design.v
export SDC_FILE = /design/flow/constraint.sdc
export NUM_CORES = 4
export LEC_CHECK = 1
export CORE_AREA = 10 10 70 70
export DIE_AREA = 0 0 80 80
File: ./constraint.sdc
current_design decoder4to16_activeLow

set clk_period 1.1
set clk_io_pct 0.2

create_clock -name clk0 -period $clk_period

set non_clock_inputs [all_inputs -no_clocks]
set_input_delay [expr $clk_period * $clk_io_pct] -clock clk0 $non_clock_inputs
set_output_delay [expr $clk_period * $clk_io_pct] -clock clk0 [all_outputs]
File: ./design.v
module decoder2to4_activeLowOutput(
    input [1:0] A,     
    input EN,          
    output reg [3:0] Y_n  
);
    always @(*) begin
        Y_n = 4'b1111;
        if (EN) begin
            case (A)
                2'b00: Y_n = 4'b1110;   
                2'b01: Y_n = 4'b1101;   
                2'b10: Y_n = 4'b1011;   
                2'b11: Y_n = 4'b0111;   
                default: Y_n = 4'b1111;
            endcase
        end
    end
endmodule
module decoder4to16_activeLow(
    input [3:0] A,       
    input EN,            
    output [15:0] Y_n    
);
    wire [3:0] block0, block1, block2, block3;
    decoder2to4_activeLowOutput dec0 (.A(A[1:0]), .EN(EN & (A[3:2]==2'b00)), .Y_n(block0));
    decoder2to4_activeLowOutput dec1 (.A(A[1:0]), .EN(EN & (A[3:2]==2'b01)), .Y_n(block1));
    decoder2to4_activeLowOutput dec2 (.A(A[1:0]), .EN(EN & (A[3:2]==2'b10)), .Y_n(block2));
    decoder2to4_activeLowOutput dec3 (.A(A[1:0]), .EN(EN & (A[3:2]==2'b11)), .Y_n(block3));
    assign Y_n = {block3, block2, block1, block0};
endmodule
File: ./run.sh
#!/bin/bash
# OpenROAD 26Q1-2900-gdf79404cd8, Yosys 0.63+post, stock flow scripts
make -C /OpenROAD-flow-scripts/flow DESIGN_CONFIG=/design/flow/config.mk WORK_HOME=/design/flow/orfs finish
==> impl_metrics.ini <==
; generated from flow reports
[die]
chipArea_sq_mm = 0.00640
core_area_sq_mm = 0.00342
floorplanUtilization_pct = 3.59
boundaryPins = 21
chipHeight_um = 80
die-width_um = 80
placement_rows = 21

[pwr]
power-per-cell-area_mw_per_mm2 = 223
totalPowerFinal_uw = 110
vdd_ir_drop_max_mv = 0.0367
leakagePower_uw = 0.000186

[sta]
fmaxAchievable_mhz = 858
setup_viol_count_final = 2
maxSlewHeadroom_pct = 85.3
grt_setup_unrepaired = yes
worst-slew-pin-transition_ns = 0.220
layout_worst_path_cycle_share_pct = 106
report.final.slew_viol_count = 0
final_critical_delay_including_setup_and_external_delays_ns = 1.17
final.setup.tns_ns = -0.0683
final-hold-violation-count = 0
layout_setup_ws_ns = -0.0658

[worst_setup_path]
cp_max_fo = 4
timing.critical_path.arrival_ns = 0.95
critical_path.startpoint_type = input pin
crit_path_frequent_cell = sky130_fd_sc_hd__buf_6
crit_type = in -> out
endpoint_kind = output pin
critical_path.cell_chain = buf_8 -> nor3b_4 -> buf_6 -> buf_6 -> nand2_2 -> buf_2
critical_path_buf_inv_count = 4
critical-path-top-delay-family = buffers and inverters
crit_path_max_incr_delay_ns = 0.25
cp_data_required_time_ns = 0.88
timing.critical_path.slowest_stage_cell = sky130_fd_sc_hd__nor3b_4

[route]
remaining_design_rule_violation_count = 0
detail_route.first_pass.iterations = 3
drc_violation_total_after_the_first_tritonroute_iteration = 11
totalWireLength_um = 963
ant_nets = 0
post_dr_wirelength_cell_um = 9.53
antenna_cells = 0
vias = 287
viasPerCell = 2.84

[hold_path]
worst_hold_path.endpoint = Y_n[7]
hold_path_depth = 3
hold_path_startpoint = A[0]
hold_path.class = in -> out

[synth]
yosys.area.top_type = sky130_fd_sc_hd__nand2_1
mappedNetlistArea_sq_um = 123
netlist_top_cells_area = sky130_fd_sc_hd__nand2_1 37%, sky130_fd_sc_hd__nand3_1 16%, sky130_fd_sc_hd__and2b_2 14%
synth.most_common_cell = sky130_fd_sc_hd__nand2_1
synthTopCellsByCount = 12 x sky130_fd_sc_hd__nand2_1, 4 x sky130_fd_sc_hd__nand3_1, 2 x sky130_fd_sc_hd__and2b_2, 2 x sky130_fd_sc_hd__and3b_1
syn_avg_cell_area_sq_um = 5.33
postSynthCellCount = 23
synth.top_cell.area_share_pct = 36.7
ys_types = 7
synth-compound-area-share_pct = 0
post_synth_main_logic_family = simple AND/OR/NAND/NOR gates
mux_share_pct = 0
yosysWarningCount = 1
fa_ha_maj_area_share_pct = 0
ys_chip_area_sq_um = 123
post_synth_xor_area_fraction_pct = 0
ys_cells = 23
synth.cellmix.simpleShare_pct = 100
synth.yosys.seq_area_share_pct = 0

[cells_and_area]
layout.area.seq_sq_um = 0
layout.cell_area.non_filler_sq_um = 494
mi_logic_area_sq_um = 151
filler_cell_count = 391
final_cells = 101
clock_buffer_count = 0
area_delta_synth_final_pct = 303
layout-drive-gt1-share_pct = 69.1
n_sequential_cell = 0

[place]
gpl.final_weighted_congestion = 0.742
postPlaceCellArea_sq_um = 390
placedCellCount = 90
dp_hpwl_um = 738
numPortBuffers = 21
pre_cts_ws_ns = -0.712

[clock_tree]
cts.hold.buffers_added = 0

[global_route]
grt_util_all_layers_pct = 2.79
number_of_antenna_violations_at_the_first_check_in_global_routing = 0
global_route.overflow_total = 0
grt_first_pass_wirelength_um = 1480
pin_count_of_the_biggest_net_entering_global_routing = 8
first_global_vias = 302

[run]
warnings = 34
maxCapViolCount = 0

[outcome]
violations = negative setup slack
outcome = complete, but fails checks
-- how the worst max path moves through the flow --
stage            end  slack, ns  cells past startpoint  startpoint
global route  Y_n[0]      -0.11                      6        A[3]
CTS           Y_n[0]      -0.06                      6        A[3]
finish        Y_n[0]      -0.07                      6        A[3]
-- layout make-up --
class | instances | share of cell area (%)
Timing Repair Buffer | 32 | 57.7
Multi-Input combinational cell | 23 | 30.6
Tap cell | 46 | 11.6
-- kinds of logic (layout without fill, tap and decap cells) --
group / count (synthesis) / after routing
buffers and inverters: 0 / 32
AND/OR/NAND/NOR: 23 / 23
-- layer usage --
layer  vias up  wire, um  track usage [%]
met1       129       374             3.30
met2        14       447             5.06
met3         0       141            0.909
li1        144         -                -
met5         -         0                0
met4         0         0                0
-- power breakdown --
group          switching [uW]  internal, uW  total (uW)
logic                    38.9          71.2         110
registers                   0             0           0
clock network               0             0           0
total                    38.9          71.2         110
-- metrics by stage --
step                util, %  hold WS, ns
global placement       11.4         1.51
CTS                    13.9        0.688
finish                 14.5        0.684
global route           14.5        0.703
detailed placement     11.4         1.52
floorplan                 -        0.464
-- layout by cell type, fill, tap and decap left out --
master / netlist / routed
sky130_fd_sc_hd__buf_8: 0 / 3
sky130_fd_sc_hd__nand2_2: 0 / 3
sky130_fd_sc_hd__dlygate4sd2_1: 0 / 3
sky130_fd_sc_hd__buf_6: 0 / 11
sky130_fd_sc_hd__and3b_2: 0 / 2
sky130_fd_sc_hd__nand3_2: 0 / 1
sky130_fd_sc_hd__buf_2: 0 / 11
sky130_fd_sc_hd__nand3_1: 4 / 3
sky130_fd_sc_hd__and2b_2: 2 / 2
sky130_fd_sc_hd__nor2_2: 0 / 1
sky130_fd_sc_hd__nor3b_4: 0 / 1
sky130_fd_sc_hd__nand2_1: 12 / 9
sky130_fd_sc_hd__clkdlybuf4s15_1: 0 / 2
sky130_fd_sc_hd__buf_4: 0 / 2
sky130_fd_sc_hd__and3_4: 0 / 1
-- worst min-delay path, delay by kind of cell --
family	cells	cell delay, ns
buffers and inverters	2	0.19
and+or+nand+nor	1	0.05
-- what timing repair did --
item / CTS / global route
buffers inserted: 11 / 0
endpoints found under the setup margin: 16 / 7
cloned: 0 / 0
resized: 87 / 7
pin swaps: 8 / 3
Power figures rest on the tool's default switching activity, not on a simulated workload.
